$ cat ./design.v
module gelu_using_tanh (
    input clk,
    input reset,
    input signed [7:0] x_in,   
    output reg signed [7:0] y_out  
);
    localparam signed [7:0] SQRT_2_PI = 8'd25;    
    localparam signed [7:0] COEFF = 8'd1;         
    wire signed [7:0] x_cube;        
    wire signed [7:0] tanh_input;    
    wire signed [7:0] tanh_output;   
    reg signed [7:0] scaled_tanh;    
    reg signed [7:0] result;         
    tanh_using_sigmoid tanh_inst (
        .clk(clk),
        .reset(reset),
        .x_in(tanh_input),
        .y_out(tanh_output)
    );
    assign x_cube = (x_in * x_in * x_in) >>> 5;  
    assign tanh_input = (SQRT_2_PI * (x_in + ((COEFF * x_cube) >>> 5))) >>> 5;  
    always @(*) begin
        scaled_tanh = tanh_output >>> 2;  
    end
    always @(*) begin
            result = (x_in * (32 + scaled_tanh)) >>> 5;  
            y_out = result >>> 1;  
    end
endmodule
module sigmoid_piecewise (
    input clk,
    input reset,
    input signed [7:0] x_in,   
    output reg [7:0] y_out     
);
    localparam signed [7:0] SHIFT_1 = 1;    
    localparam signed [7:0] OFFSET_1 = 8'd5;   
    localparam signed [7:0] SHIFT_2 = 0;    
    localparam signed [7:0] OFFSET_2 = 8'd32;   
    localparam signed [7:0] SHIFT_3 = 1;   
    localparam signed [7:0] OFFSET_3 = 8'd69;   
    localparam signed [7:0] SHIFT_4 = 0;    
    localparam signed [7:0] OFFSET_4 = 8'd187;  
    localparam signed [7:0] SHIFT_5 = 1;    
    localparam signed [7:0] OFFSET_5 = 8'd225;  
    reg [7:0] y_s;
    always @(posedge clk or negedge reset) begin
      if(~reset) begin
        y_out <= 0;
      end
      else begin
        y_out <= y_s;
      end
    end 
    always @(*) begin
        if (x_in <= -128) begin
            y_s = 8'd0;   
        end else if (x_in >= 127) begin
            y_s = 8'd255;  
        end else if (x_in < -64) begin   
            y_s = ((x_in + 128) >>> SHIFT_1) + OFFSET_1;
        end else if (x_in < -32) begin   
            y_s = ((x_in + 64) >>> SHIFT_2) + OFFSET_2;
        end else if (x_in < 32) begin   
            y_s = ((x_in + 32) <<< SHIFT_3) + OFFSET_3;
        end else if (x_in < 64) begin   
            y_s = ((x_in - 32) >>> SHIFT_4) + OFFSET_4;
        end else begin   
            y_s = ((x_in - 64) >>> SHIFT_5) + OFFSET_5;
        end
    end
endmodule
module tanh_using_sigmoid (
    input clk,
    input reset,
    input signed [7:0] x_in,       
    output reg signed [7:0] y_out     
);
    wire signed [7:0] scaled_input;   
    wire signed [7:0] sigmoid_out;   
    wire signed [8:0] scaled_sigmoid;  
    wire signed [7:0] tanh_temp;      
    wire signed [7:0] y_s;
    assign scaled_input = x_in <<< 1;  
    sigmoid_piecewise u1 (
        .x_in(scaled_input),
        .clk(clk),
        .reset(reset), 
        .y_out(sigmoid_out)
    );
    assign scaled_sigmoid = {sigmoid_out, 1'b0};  
    assign tanh_temp = scaled_sigmoid[8:1] - 8'd128;  
    assign y_s = tanh_temp;
    always @(*) begin
      if(x_in <= -64) begin
        y_out = -8'd128;
      end else if(x_in >= 64) begin
        y_out = 8'd127;
      end
      else begin
        y_out = y_s;
      end
    end 
endmodule
$ cat ./run.sh
#!/bin/bash
# OpenROAD 26Q1-2900-gdf79404cd8, Yosys 0.63+post, stock flow scripts
make -C /OpenROAD-flow-scripts/flow DESIGN_CONFIG=/design/flow/config.mk WORK_HOME=/design/flow/orfs finish
$ cat ./config.mk
export PLATFORM = sky130hd
export DESIGN_NAME = gelu_using_tanh
export DESIGN_NICKNAME = gelu_using_tanh
export VERILOG_FILES = /design/flow/design.v
export SDC_FILE = /design/flow/constraint.sdc
export NUM_CORES = 4
export LEC_CHECK = 1
export CORE_UTILIZATION = 40
$ cat ./constraint.sdc
current_design gelu_using_tanh

set clk_period 10.9
set clk_io_pct 0.2

create_clock -name clk0 -period $clk_period [get_ports {clk}]

set non_clock_inputs [all_inputs -no_clocks]
set_input_delay [expr $clk_period * $clk_io_pct] -clock clk0 $non_clock_inputs
set_output_delay [expr $clk_period * $clk_io_pct] -clock clk0 [all_outputs]
==> out/results.tsv <==
metric	value	unit
CTS max path bufs	2	
crit path time final	11530	ps
final worst-path cycle share	1.06	
Initial Util	0.417	
Pre-Repair DR Iteration Count	4	
max_cap viols	0	
WHS	2200	ps
root buffer cell	clkbuf_8	
Worst setup EP type	flip-flop	
CP arrival	11640	ps
final setup violation count	4	
status	complete, but fails checks	
Synthesized registers	6	
Die Height	94.8	µm
crit-path max FO	5	
max FFs per register	6	
Post-Syn Area per Cell	9.59	µm²
Largest Register	tanh_inst.u1.y_out	
CTS H-tree lvls	1	
CTS buffer count	3	
# Cells Yosys	359	
Flop area	150	µm²
Final Util	0.511	
Post-synth EDFFs	0	
Distinct lib cells used	29	
initial antenna violation count	0	
register share after synthesis	0.0436	
critical path class	in -> reg	
most numerous logic cells after layout	inv_1 (63), ha_1 (61), and2_1 (48)	
clock slew at reported path FFs	40	ps
Layout fillers	750	
DRT Wirelength	5810	µm
synthesized area	3440	µm²
CP max stage delay	490	ps
FP Rows	33	
layout cells sized above 1	0.218	
Area Growth Syn to Fin	22.7	%
Chip Area, Yosys	3440	µm²
CTS tree	built	
RSZ-0062 raised after global routing	yes	
die area	8980	µm²
wire per inst	11.4	µm
largest net degree at the start of global routing	17	
post-route ant nets	0	
Cell Area, Placed	4000	µm²
Mapped Cells	359	
vias in the first global route	2282	
first-pass GRT wire length	10400	µm
CP most frequent cell	fa_1	
total grt overflow	0	
gr usage total	0.151	
DP Wirelength	5070	µm
total tool warning count	33	
Top Registers	tanh_inst.u1.y_out: 6 flops	
Iter 0 DRT Violations	64	
Worst Hold Class	in -> async	
Worst setup SP type	primary input	
failing checks	setup timing	
fin area	4220	µm²
chip width	94.8	µm
via count	2359	
final slew viol count	0	
Relative slew margins	0.643	
drt via density	4.63	
antenna cells	0	
io pins	18	
Port-buffer cells	17	
FMAX	0.0867	GHz
Crit path required time	11010	ps
cts hold-fix bufs	0	
Setup TNS	-2250	ps
TritonCTS Sinks	6	
Fin. Hold Viols	0	
slowest library cell on the worst path	fa_1	
Worst-Margin Slew	534	ps
Final Worst Setup Slack	-631	ps
Core Area	8260	µm²
GPL Wtd Cong	0.862	
highest-count logic cell in the final layout	inv_1	
asr flop ratio synth	1.00	
combinational gate area	3210	µm²
CP startpoint	x_in[1]	
Top FF cell, synth	dfrtp_1	
Synth warnings	3	
Post-route DRC	0	
[area by class of cell]
type,instances,share of cell area
multi-input cells,274,0.760
well taps,105,0.0311
repair buffers,50,0.100
clock buffers,3,0.00978
inverters,71,0.0631
flip-flops and latches,6,0.0356
[synthesized netlist by cell type (all sizes together) (6+ instances only)]
library cell  count  area share
a21oi            11       0.016
xor2             10       0.028
inv              71       0.077
nand2            13       0.014
a21o              7       0.015
clkbuf            6      0.0065
and2             54       0.098
dfrtp             6       0.044
xnor2            29       0.081
nor2b             6       0.011
ha               73        0.27
fa               47        0.27
[worst paths after layout]
| kind | endpoint | slack [ps] | cells past startpoint |
|---|---|---|---|
| worst max-delay path | tanh_inst.u1.y_out[4] | -630 | 41 |
| worst min-delay path | tanh_inst.u1.y_out[2] | 2200 | 1 |
| max in group asynchronous | tanh_inst.u1.y_out[5] | 8490 | 1 |
| min in group clk0 | tanh_inst.u1.y_out[2] | 2830 | 6 |
[timing repair]
action	4_1_cts	5_1_grt
buffers inserted	6	3
cloned	0	0
endpoints found under the setup margin	5	5
pin swaps	32	18
resized	37	16
[layer usage]
metal,vias to the layer above,global-route usage,share of wire
met5,-,0,0
met4,0,0.00126,0
met3,0,0.00817,0.010
met2,12,0.228,0.45
met1,1142,0.262,0.54
li1,1205,-,-
[cells by family after synthesis]
group / synth area share
xor gates and xnor gates: 0.135
buffers and inverters: 0.0894
and+or+nand+nor: 0.146
adders and majority gates: 0.539
AOI/OAI and AO/OA: 0.0465
DFF: 0.0436
[critical path, delay by kind of cell]
family | cells | cell delay (ps)
xor+xnor | 11 | 2190
compound gates | 1 | 170
fa+ha+maj | 18 | 6250
simple gates | 2 | 280
buf+inv | 9 | 610
[metrics by stage]
step                      instances  worst slack [ps]
after detailed placement        497             -1300
after CTS                       506              -789
after floorplan                 359              -758
after global routing            509              -914
final                           509              -631
after global placement          497             -1210
