--- flow/run.sh ---
#!/bin/bash
# OpenROAD 26Q1-2900-gdf79404cd8, Yosys 0.63+post, stock flow scripts
make -C /OpenROAD-flow-scripts/flow DESIGN_CONFIG=/design/flow/config.mk WORK_HOME=/design/flow/orfs finish
--- flow/config.mk ---
export PLATFORM = sky130hd
export DESIGN_NAME = tanh_piecewise
export DESIGN_NICKNAME = tanh_piecewise
export VERILOG_FILES = /design/flow/design.v
export SDC_FILE = /design/flow/constraint.sdc
export NUM_CORES = 4
export LEC_CHECK = 1
export CORE_AREA = 10 10 91 91
export DIE_AREA = 0 0 101 101
--- flow/constraint.sdc ---
current_design tanh_piecewise

set clk_period 1.0
set clk_io_pct 0.2

create_clock -name clk0 -period $clk_period [get_ports {clk}]

set non_clock_inputs [all_inputs -no_clocks]
set_input_delay [expr $clk_period * $clk_io_pct] -clock clk0 $non_clock_inputs
set_output_delay [expr $clk_period * $clk_io_pct] -clock clk0 [all_outputs]
--- flow/design.v ---
module tanh_piecewise (
    input clk,
    input reset,
    input signed [7:0] x_in,   
    output reg signed [7:0] y_out  
);
    localparam signed [7:0] SHIFT_1 = 4;   
    localparam signed [7:0] OFFSET_1 = -8'd128;
    localparam signed [7:0] SHIFT_2 = 0;    
    localparam signed [7:0] OFFSET_2 = -8'd123;  
    localparam signed [7:0] SHIFT_3 = 1;    
    localparam signed [7:0] OFFSET_3 = -8'd97;  
    localparam signed [7:0] SHIFT_4 = 0;    
    localparam signed [7:0] OFFSET_4 = 8'd97;
    localparam signed [7:0] SHIFT_5 = 4;    
    localparam signed [7:0] OFFSET_5 = 8'd123;  
    localparam signed [7:0] OFFSET_6 = 8'd127; 
    always @(posedge clk or negedge reset) begin
        if (~reset) begin
            y_out <= 8'd0;   
        end else begin
            if (x_in <= -96) begin
                y_out <= OFFSET_1; 
            end else if (x_in < -64) begin
                y_out <= ((x_in + 128) >>> SHIFT_1) + OFFSET_1;  
            end else if (x_in < -32) begin
                y_out <= ((x_in + 64) >>> SHIFT_2) + OFFSET_2;  
            end else if (x_in < 0) begin
                y_out <= ((x_in + 32) <<< SHIFT_3) + ((x_in + 32) >>> SHIFT_3) + OFFSET_3;  
            end else if (x_in < 32) begin
                y_out <= ((x_in) <<< SHIFT_3) + ((x_in + 32) >>> SHIFT_3);  
            end else if (x_in < 64) begin
                y_out <= ((x_in - 32) >>> SHIFT_4) + OFFSET_4;  
            end else if (x_in < 96) begin
                y_out <= ((x_in - 64) >>> SHIFT_5) + OFFSET_5;  
            end else begin
                y_out <= OFFSET_6;   
            end
        end
    end
endmodule
==> flow_metrics.env <==
# source this file to load flow results
export IMPL_avgSynthCellArea_um2=8.09
export IMPL_cts_inserted_buffers=3
export IMPL_top_area_cell="ha_1"
export IMPL_switching_power_uw=738
export IMPL_cpMaxStageDelayCell="fa_1"
export IMPL_grt_pass1_vias=1454
export IMPL_fin_crit_sh_pct=191
export IMPL_routed_wl_um=4070
export IMPL_first_pass_iters=4
export IMPL_p_clk_share_pct=17.5
export IMPL_slew_violations=0
export IMPL_initialDrtViolationCount=32
export IMPL_sequentialPowerShare_pct=17.8
export IMPL_synth_area_top_cells="ha_1 23%, dfrtp_1 15%, inv_1 6.0%, o21ai_0 5.5%, xnor2_1 4.5%"
export IMPL_htree_num_levels=1
export IMPL_powerDensity_nw_per_um2=863
export IMPL_synth_distinct_cells=42
export IMPL_fin_area_um2=2470
export IMPL_top_register="y_out"
export IMPL_reg_top3="y_out: 8 flops"
export IMPL_flop_area_um2=200
export IMPL_synth_edff_count=0
export IMPL_antenna_cells=0
export IMPL_fp_dieW_um=101
export IMPL_grt_overflow=0
export IMPL_cp_required_ps=1150
export IMPL_postSynthCellCount=170
export IMPL_worstPathCellList="buf_8 > clkinvlp_4 > ha_4 > ha_4 > inv_2 > fa_1 > inv_1 > or3_1 > o21ai_1 > a311o_1"
export IMPL_critPathMaxStageDelay_ps=530
export IMPL_postRouteAntennaNets=0
export IMPL_power_internal_mw=1.39
export IMPL_num_rows=29
export IMPL_cts_root_buf="clkbuf_8"
export IMPL_cts_tree="yes"
export IMPL_worst_pin_slew_ps=442
export IMPL_whs_ps=245
export IMPL_critPathKind="in2reg"
export IMPL_syn_area_um2=1380
export IMPL_sw_frac_of_total_pct=34.7
export IMPL_peakVddDrop_v=0.000685
export IMPL_yosys_cells=170
export IMPL_post_dp_hpwl_um=3070
export IMPL_cts_num_sinks=8
export IMPL_dr_total_vias=1441
export IMPL_cts_hold_buf=0
export IMPL_fmax_mhz=524
export IMPL_setup_viol=8
export IMPL_place_gp_congestion=0.830
export IMPL_crit_path_end_kind="register"
export IMPL_synth_top_area_share_pct=22.7
export IMPL_grtUsageTotal_pct=8.07
export IMPL_async_reset_ff_share_pct=100
export IMPL_largest_reg_flops=8
export IMPL_fin_crit_ps=1910
export IMPL_initCoreUtil_pct=21.7
export IMPL_warnings=40
export IMPL_worstHoldPathType="in2async"
export IMPL_viasPerCell=4.53
export IMPL_clockBufferDepth=2
export IMPL_maxCapViolCount=0
export IMPL_dieHeight_um=101
export IMPL_antenna_found_initial=0
export IMPL_drive_gt1_share_pct=47.7
export IMPL_drc=0
export IMPL_arrival_ps=2060
export IMPL_fin_ws_ps=-910
export IMPL_violations="setup timing"
export IMPL_die_area_um2=10200
export IMPL_cp_startpoint="x_in[5]"
export IMPL_grt_max_degree=19
export IMPL_fillers=602
export IMPL_path_clk_slew_ps=40
export IMPL_post_dp_cell_area_um2=2050
export IMPL_cp_max_fo=3
export IMPL_area_growth_pct=79.4
export IMPL_most_common_cell="ha_1"
export IMPL_numSynthFlops=8
export IMPL_status="finished, violations left"
export IMPL_power_leakage_nw=1.04
export IMPL_slew_headroom_pct=70.3
export IMPL_pin_count=18
export IMPL_hold_viol=0
export IMPL_core_um2=6350
export IMPL_rsz0062_at_grt="true"
export IMPL_port_buffers=17
export IMPL_logic_area_um2=1340
export IMPL_yosys_stat_seqShare_pct=14.6
export IMPL_cp_start_kind="input port"
export IMPL_ff_type="dfrtp_1"
export IMPL_synthTopCellsByCount="25 x ha_1, 22 x inv_1, 15 x o21ai_0, 10 x nand2_1, 9 x a21oi_1"
export IMPL_crit_top_cell="ha_4"
export IMPL_routedWlPerCell_um=12.8
export IMPL_grt_pass1_wl_um=6940
export IMPL_ys_area_um2=1380
export IMPL_yosys_warnings=1
export IMPL_post_route_util_pct=38.9
export IMPL_power_frac_comb_pct=64.7
[stage by stage]
stage | setup WS, ps | std cells | setup TNS [ps] | power [mW]
finish | -910 | 318 | -6100 | 2.13
global route | -981 | 318 | -6700 | 2.31
CTS | -910 | 312 | -4760 | 2.02
detailed placement | -1660 | 298 | -10630 | 1.52
global placement | -1640 | 298 | -10500 | 1.52
floorplan | -1170 | 170 | -5570 | 1.06
[power by group through the flow]
stage / Sequential [mW] / Combinational (mW) / Clock, mW
finish: 0.378 / 1.38 / 0.373
global route: 0.382 / 1.52 / 0.411
CTS: 0.378 / 1.26 / 0.384
[layer usage]
metal  wire, um  up-vias  track usage (%)
met5          0        -                0
met4         23        0            0.857
met3        265        4             1.25
met2       1830       34             13.4
met1       1950      659             11.1
li1           -      744                -
[worst paths after layout]
path / cells after the start / endpoint
max in group asynchronous: 1 / y_out[7]
min in group clk0: 4 / y_out[4]
setup / recovery: 10 / y_out[6]
hold / removal: 1 / y_out[1]
[cells by family (layout without fill, tap and decap cells)]
group | after synthesis | in the layout | share of synthesized area (%)
compound gates | 51 | 51 | 25.4
xor+xnor | 12 | 12 | 7.64
fa+ha+maj | 28 | 28 | 27.1
buf+inv | 30 | 101 | 8.64
flops | 8 | 8 | 14.6
mux | 4 | 4 | 2.91
simple gates | 37 | 37 | 13.7
[layout make-up]
class	instances	area share, %
Multi-Input combinational cell	132	54.4
Timing Repair Buffer	75	27.6
Sequential cell	8	8.11
Inverter	23	4.31
Tap cell	77	3.90
Clock buffer	3	1.67
[cell usage in the layout (no fill, tap or decap), types with 3 or more instances in the layout]
cell             count
a211oi_1             3
buf_4               42
nand2_1              9
buf_8                5
o21ai_0              9
o22ai_1              3
o21ai_1              6
o21a_1               3
nor2_1               5
inv_2                6
clkinvlp_4           4
xor2_1               4
buf_6               15
ha_1                11
nand3_1              6
inv_1               11
clkbuf_8             3
a21oi_1              8
mux2i_1              3
dfrtp_1              8
ha_4                14
clkdlybuf4s15_1      8
xnor2_1              7
[worst max-delay path, delay by kind of cell]
family / cells / cell delay, ps
buf+inv: 4 / 270
compound gates: 2 / 270
fa+ha+maj: 3 / 980
simple gates: 1 / 340
[what timing repair did]
action / in CTS / in global routing
setup buffers: 12 / 8
endpoints found under the setup margin: 16 / 8
gates resized: 84 / 27
gates cloned: 0 / 0
pin swaps: 18 / 19
Power figures rest on the tool's default switching activity, not on a simulated workload.
